<file path="./config.mk">
export PLATFORM = sky130hd
export DESIGN_NAME = UART
export DESIGN_NICKNAME = UART
export VERILOG_FILES = /design/flow/design.v
export SDC_FILE = /design/flow/constraint.sdc
export NUM_CORES = 4
export LEC_CHECK = 1
export CORE_AREA = 10 10 72 72
export DIE_AREA = 0 0 82 82
</file>
<file path="./constraint.sdc">
current_design UART

set clk_period 1.4
set clk_io_pct 0.2

create_clock -name clk0 -period $clk_period [get_ports {clk}]

set non_clock_inputs [all_inputs -no_clocks]
set_input_delay [expr $clk_period * $clk_io_pct] -clock clk0 $non_clock_inputs
set_output_delay [expr $clk_period * $clk_io_pct] -clock clk0 [all_outputs]
</file>
<file path="./design.v">
`timescale 1ns / 1ps
module UART(
    input clk,       
    input rst,       
    input send,      
    input [7:0] data,  
    output reg txd    
);
parameter STATE_IDLE = 2'b00;
parameter STATE_SEND_START_BIT = 2'b01;
parameter STATE_SEND_DATA = 2'b10;
parameter STATE_SEND_STOP_BIT = 2'b11;
reg [1:0] state_reg, next_state;
reg [7:0] data_reg;
initial begin
    state_reg <= STATE_IDLE;
    data_reg <= 8'b0;
end
always @(posedge clk or posedge rst) begin
    if (rst) begin
        state_reg <= STATE_IDLE;
    end else begin
        state_reg <= next_state;
    end
end
always @(*) begin
    case(state_reg)
        STATE_IDLE: begin
            if (send && !send_prev) begin  
                next_state = STATE_SEND_START_BIT;
                data_reg = data;
            end else begin
                next_state = STATE_IDLE;
            end
        end
        STATE_SEND_START_BIT: begin
            next_state = STATE_SEND_DATA;
            txd = 1'b1;  
        end
        STATE_SEND_DATA: begin
            if (data_reg == 8'b0) begin
                next_state = STATE_SEND_STOP_BIT;
            end else begin
                next_state = STATE_SEND_DATA;
                txd = data_reg[0];
                data_reg = {data_reg[6:0], 1'b0};  
            end
        end
        STATE_SEND_STOP_BIT: begin
            next_state = STATE_IDLE;
            txd = 1'b0;  
        end
    endcase
end
reg send_prev;
always @(posedge clk or posedge rst) begin
    if (rst) begin
        send_prev <= 1'b0;
    end else begin
        send_prev <= send;
    end
end
endmodule
</file>
<file path="./run.sh">
#!/bin/bash
# OpenROAD 26Q1-2900-gdf79404cd8, Yosys 0.63+post, stock flow scripts
make -C /OpenROAD-flow-scripts/flow DESIGN_CONFIG=/design/flow/config.mk WORK_HOME=/design/flow/orfs finish
</file>
==> Flow_metrics.wiki <==
=== Physical design figures ===
{| class="wikitable"
! Metric !! Value
|-
| Status || completed
|-
| Area added between synthesis and finish || 47.78%
|-
| Number of standard-cell rows in the floorplan || 22
|-
| Initial antenna violation count || 0
|-
| I/O pin cnt || 12
|-
| Data required time at the worst endpoint || 1530 ps
|-
| Internal Pwr Total || 0.6678 mW
|-
| Most utilized layer in the global route result || met2
|-
| Violation tally from detailed-route iteration zero || 7
|-
| Maximum capacitance violations || 0
|-
| Cell count listed in synth_stat.txt || 39
|-
| Skew final || 2.002 ps
|-
| Top fanout value on the critical path || 3
|-
| Average wire length per cell after detail routing || 8.490 um
|-
| Hold bufs inserted after CTS || 0
|-
| Sequential group share of total power || 0.327
|-
| Final hold slack || 230.7 ps
|-
| Final setup viols || 0
|-
| Worst Setup Start Kind || flip-flop
|-
| Floorplan core area || 3689 sq um
|-
| Number of global-route vias before repair || 316
|-
| Delay of the slowest critical-path stage || 390 ps
|-
| Width of the die || 82 um
|-
| Height of the die || 82 um
|-
| Proportion of power drawn by combinational gates || 0.402
|-
| Remaining max-slew budget at the tightest pin || 0.8634
|-
| Met2 Usage GRT || 0.03448
|-
| Clock input transition at the sequential cells of the worst setup and hold paths || 30 ps
|-
| Clock buffer count from CTS || 3
|-
| Cells along the critical path || inv_1, ha_1, nand4b_1, mux2i_1
|-
| Fraction of the cycle the final worst path needs || 0.7911
|-
| Fraction of power consumed by the clock network || 0.271
|-
| Net switching power || 0.2520 mW
|-
| Cell area after technology mapping || 450.4 sq um
|-
| Family with the most delay on the worst path || flip-flops
|-
| Global-route met3 utilization || 0.01542
|-
| Fraction of final layout cells with drive strength greater than 1 || 0.2222
|-
| Worst path slowest cell || dfrtp_1
|-
| Cell types with the largest area share after synthesis || dlxtn_1 30%, mux2_2 18%, dfrtp_1 17%
|-
| Total grt overflow || 0
|-
| Fraction of power spent switching nets || 0.2740
|-
| Port Buffers || 11
|-
| Final-layout setup total negative slack || 0 ps
|-
| Number of different library cells in the post-synthesis netlist || 14
|-
| Share of the synthesized area in the top cell type || 0.3000
|-
| Worst Tran Pin Value || 203.6 ps
|-
| Count of vias placed by the detailed router || 302
|-
| Number of instances resized during post-cts repair || 0
|-
| Met1 Resource Use GR || 0.03377
|-
| Unrepaired setup endpoints after global routing || false
|-
| Worst r2r src || state_reg[0]
|-
| Static leakage || 0.2905 nW
|-
| # Post-CTS Setup Buffers || 0
|-
| Number of buffer and inverter instances along the worst setup path || 1
|-
| Max FFs per register || 8
|-
| Slack of the worst reg-to-reg path || 290 ps
|-
| Mean Syn Cell Area || 11.55 sq um
|-
| Endpoints failing hold || 0
|-
| Most frequent cells in the layout || 11 x clkdlybuf4s50_1, 9 x dlxtn_1, 7 x mux2_2, 5 x ha_1, 4 x inv_1
|-
| Dominant logic cell type in the layout || clkdlybuf4s50_1
|-
| Post-Route WL || 866 um
|-
| Fmax achieved || 903.0 MHz
|-
| Maximum resistive drop on vdd || 0.2474 mV
|-
| Endpoints left unconstrained || 10
|-
| Final core utilization || 0.1805
|-
| Clock tree from TritonCTS || yes
|-
| Post-route antenna net violation count || 0
|-
| Yosys warning tally || 9
|-
| Drt pass-1 iters || 2
|-
| Total cell area reported by yosys after synthesis || 450.4 sq um
|-
| Mean number of vias per cell || 2.961
|-
| Ratio of total power to cell area || 1382 nW/um^2
|-
| Gate count after technology mapping || 39
|-
| H-tree depth || 1
|-
| Count of unclocked register or latch pins || 9
|-
| DR DRC count || 0
|-
| Root buffer selected by CTS || clkbuf_8
|-
| Post-route cell area || 665.6 sq um
|-
| Post-layout min period || 1107 ps
|-
| Classification of the worst setup path || flip-flop to flip-flop
|-
| Instance area at placement || 620.6 sq um
|-
| Log Warnings || 29
|-
| HPWL after DPL || 716.1 um
|-
| Buffers from clock root to sink, at most || 2
|-
| Global-route usage over all layers || 0.02584
|-
| Routability-driven placement congestion ratio || 0.7199
|-
| Terminus of the critical flop-to-flop path || state_reg[0]
|-
| Effective utilization at floorplan || 0.1221
|-
| Post-synth regs || 12
|-
| Final setup margin || 292.5 ps
|-
| Largest area contributor in the netlist || dlxtn_1
|-
| Latest clock arrival within the worst-skew pair || 210 ps
|-
| Die area || 6724 sq um
|-
| Wire length of the first global-routing pass || 1393 um
|-
| Classification of the worst-slack hold path || primary input to asynchronous set/reset pin
|-
| Worst setup slack before clock tree synthesis || 290.4 ps
|-
| Count of antenna diodes in the layout || 0
|-
| Length in cells of the worst reg-to-reg path || 4
|-
| Element type at the critical path end || flip-flop
|-
| Largest net degree at the start of global routing || 10
|-
| Arrival time reported for the critical path endpoint || 1240 ps
|-
| Number of pins with negative max-slew slack in the final report || 0
|}
[how the worst max path moves through the flow]
stage	startpoint	to	slack [ps]	depth (start not counted)
finish	state_reg[0]	state_reg[0]	290	4
global route	state_reg[0]	state_reg[0]	200	4
CTS	state_reg[0]	state_reg[0]	280	4
[logic make-up (layout without fill, tap and decap cells)]
logic type,Yosys count,after routing,share of synthesized area
flops,3,3,0.1667
compound gates,1,1,0.01667
mux,9,9,0.2195
fa+ha+maj,5,5,0.1389
buf+inv,5,20,0.05000
simple gates,7,7,0.1083
latches,9,9,0.3000
[per-layer routing]
layer | wire [um] | share of wire
met5 | 0 | 0
met4 | 0 | 0
met3 | 106 | 0.12
met2 | 363 | 0.42
met1 | 396 | 0.46
[cell usage after synthesis]
master    count
dlxtn_1       9
mux2_2        7
ha_1          5
inv_1         4
dfrtp_1       3
mux2i_1       2
nand2b_1      2
a211oi_1      1
buf_4         1
nand2_1       1
nand4b_1      1
nor2b_1       1
nor3_1        1
nor4_2        1
[worst register-to-register path: stages, from the launching register on]
cell	delay, ps
dfrtp_1	390
inv_1	120
ha_1	180
nand4b_1	160
mux2i_1	170
[through the flow]
step | instances | power [mW]
after floorplan | 39 | 0.5742
after global placement | 98 | 0.6627
after detailed placement | 98 | 0.6786
after CTS | 102 | 0.9375
after global routing | 102 | 0.9822
final | 102 | 0.9197
[final cells by class]
class                   count  area, sq um
clock buffers               4        45.04
fillers                   406         3023
inverters                   4        15.01
multi-input cells          22        217.7
flip-flops and latches     12        210.2
well taps                  48        60.06
repair buffers             12        117.6
[power groups by stage]
stage | Combinational [mW] | Sequential (mW) | Clock, mW
4_1_cts | 0.377 | 0.301 | 0.259
5_1_grt | 0.411 | 0.310 | 0.261
6_report | 0.370 | 0.301 | 0.249
Power figures rest on the tool's default switching activity, not on a simulated workload.
